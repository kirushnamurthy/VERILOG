## flow/config.mk

```make
export PLATFORM = sky130hd
export DESIGN_NAME = al1u
export DESIGN_NICKNAME = al1u
export VERILOG_FILES = /design/flow/design.v
export SDC_FILE = /design/flow/constraint.sdc
export NUM_CORES = 4
export LEC_CHECK = 1
export CORE_AREA = 10 10 70 70
export DIE_AREA = 0 0 80 80
```

## flow/constraint.sdc

```tcl
current_design al1u

set clk_period 1.2
set clk_io_pct 0.2

create_clock -name clk0 -period $clk_period

set non_clock_inputs [all_inputs -no_clocks]
set_input_delay [expr $clk_period * $clk_io_pct] -clock clk0 $non_clock_inputs
set_output_delay [expr $clk_period * $clk_io_pct] -clock clk0 [all_outputs]
```

## flow/design.v

```verilog
module al1u(y,a,b,s);
output reg [7:0]y;
input [1:0]a,b,s;
always @(a,b,s)
case(s)
  2'b00:y <= a+b;
  2'b01:y <= a&b;
  2'b10:y <= a&&b;
  2'b11:y <= a|b;
endcase
   endmodule
```

## flow/run.sh

```bash
#!/bin/bash
# OpenROAD 26Q1-2900-gdf79404cd8, Yosys 0.63+post, stock flow scripts
make -C /OpenROAD-flow-scripts/flow DESIGN_CONFIG=/design/flow/config.mk WORK_HOME=/design/flow/orfs finish
```

==> results.yml <==
# flow metrics
worst_setup_path:
  cpMaxStageDelayCell: "fa_1"
  worst-path-max-fanout: 2
  max_stage_delay_ns: 0.39
  start_kind: "input port"
  worst-setup-path-type: "input port to primary output"
  crit_chain: "buf_6 -> ha_4 -> inv_2 -> fa_1 -> nor2_1 -> a21oi_1 -> o22ai_1 -> buf_2"
  end_kind: "primary output"
  worstPathArrival_ns: 1.32
  cp-startpoint: "b[0]"
  required_ns: 0.96
routing:
  vias_per_cell: 2.085
  routed_wl_um: 559
  vias: 171
  drc: 0
  dr.pass1.iters: 2
  wire_per_inst_um: 6.817
  antenna_cells: 0
  drt_iter0_drc: 8
  antenna_left: 0
synth:
  yosys.stat.chipArea_um2: 187.7
  synth_area_leader_cell: "ha_1"
  synthesis.area_um2: 187.7
  yosysTopAreaCellShare_pct: 26.67
  yosys_cells: 25
  yosys_warnings: 1
  top_cells_by_area: "ha_1 (27%), buf_4 (20%), fa_1 (11%)"
  synthTopCellsByCount: "buf_4 (5), inv_1 (5), ha_1 (4)"
  avgSynthCellArea_um2: 7.507
  synth_seq_share_pct: 0
  ys_types: 13
  syn_inst: 25
floorplanning:
  core_um2: 3416
  io_pins: 14
  fp.dieH_um: 80
  fp_util_pct: 5.495
  chip_area_um2: 6400
  die_w_um: 80
  rows: 21
timing:
  rsz0062_at_grt: "true"
  setup_ws_ns: -0.3640
  min_period_ns: 1.564
  setup_tns_ns: -0.6292
  max_freq_ghz: 0.6394
  hold_viol: 0
  finalSetupViolations: 3
  period_used_pct: 130.3
  final-max-slew-violation-count: 0
cells_and_area:
  logic_area_um2: 165.2
  nFlopsAndLatches: 0
  drive_gt1_share_pct: 50.00
  seqCellArea_um2: 0
  fill_cells: 404
  area.growth.synth_to_final_pct: 76.67
  clkbuf_count: 0
  fin_area_um2: 331.6
global_route:
  grt_pass1_wl_um: 883
  track_usage_pct: 1.688
  met1_usage_pct: 1.787
  met3_usage_pct: 0.1136
  first_global_vias: 197
  grtUsageMet2_pct: 3.612
  antenna_found_initial: 0
  grt_overflow: 0
  grt_max_degree: 8
  busiest_layer: "met2"
pwr:
  p_leak_nw: 0.1525
  powerDensity_nw_per_um2: 238.8
  irDropWorstVdd_mv: 0.02420
job:
  warning_count: 38
  cap_viol_max_count: 0
placed_design:
  placed_cell_area_um2: 347.8
  gp_congestion: 0.6850
  port-buffer-count: 9
clock_tree:
  holdBufCountCts: 0
  cts_setup_buffers: 0
min_path:
  min_path_type: "input port to primary output"
  min_from: "s[0]"
  hold-path-endpoint: "y[2]"
  hold-path-cell-count: 3
run_status:
  failed_checks: "negative setup slack"
  status: "finished with violations"
## cell type report
class                           instances  area share (%)
Inverter                                5           5.660
Timing Repair Buffer                   12           27.17
Multi-Input combinational cell         19           49.81
Tap cell                               46           17.36
## power by group
part / switching [mW] / internal (mW)
combinational: 0.0347 / 0.0445
sequential: 0 / 0
clock: 0 / 0
total: 0.0347 / 0.0445
## timing repair
action | CTS | global route
pin swaps | 6 | 1
setup endpoints to repair | 3 | 3
resized | 39 | 0
hold endpoints to repair | 0 | 0
## logic make-up after synthesis
family	Yosys count	synth area share [%]
buffers and inverters	10	30.00
AND-OR/OR-AND	5	20.00
adder cells (fa/ha/maj)	5	37.33
AND/OR/NAND/NOR	4	10.66
other	1	1.998
## worst max-delay path: cells and delay by family
kind / cells / cell delay, ns
fa+ha+maj: 2 / 0.54
buf+inv: 3 / 0.26
compound gates: 2 / 0.19
simple gates: 1 / 0.09
## cells in the final DEF, fill, tap and decap left out, types with 2 or more instances in the layout
cell | synthesis | final
buf_2 | 0 | 5
buf_4 | 5 | 3
buf_6 | 0 | 2
conb_1 | 1 | 5
ha_1 | 4 | 3
inv_2 | 0 | 4
o22ai_1 | 2 | 2
## stage by stage
| step | hold WS, ns | std cells | util (%) | worst slack [ns] | power (mW) |
|---|---|---|---|---|---|
| floorplan | 0.4963 | 29 | - | -0.1082 | 0.04296 |
| global placement | 1.550 | 82 | 10.18 | -1.238 | 0.09026 |
| detailed placement | 1.537 | 82 | 10.18 | -1.243 | 0.09064 |
| CTS | 0.9168 | 82 | 9.707 | -0.3922 | 0.08189 |
| global route | 0.9540 | 82 | 9.707 | -0.5113 | 0.09334 |
| finish | 0.9072 | 82 | 9.707 | -0.3640 | 0.07917 |
## per-layer routing
layer | wire, um | vias up
met3 | 20 | 0
li1 | - | 94
met2 | 316 | 6
met4 | 0 | 0
met5 | 0 | -
met1 | 222 | 71
## worst max-delay path by stage
| stage | slack (ns) | endpoint | depth (start not counted) |
|---|---|---|---|
| 4_1_cts | -0.39 | y[1] | 8 |
| 5_1_grt | -0.51 | y[1] | 8 |
| 6_report | -0.36 | y[1] | 8 |
Power is estimated from default activity; no workload was simulated.
